===== ./run.sh =====
#!/bin/bash
# OpenROAD 26Q1-2900-gdf79404cd8, Yosys 0.63+post, stock flow scripts
make -C /OpenROAD-flow-scripts/flow DESIGN_CONFIG=/design/flow/config.mk WORK_HOME=/design/flow/orfs finish

===== ./config.mk =====
export PLATFORM = sky130hd
export DESIGN_NAME = config_registers
export DESIGN_NICKNAME = config_registers
export VERILOG_FILES = /design/flow/design.v
export SDC_FILE = /design/flow/constraint.sdc
export NUM_CORES = 4
export LEC_CHECK = 1
export CORE_UTILIZATION = 30

===== ./constraint.sdc =====
current_design config_registers

set clk_period 1.9
set clk_io_pct 0.2

create_clock -name clk0 -period $clk_period [get_ports {clk}]

set non_clock_inputs [all_inputs -no_clocks]
set_input_delay [expr $clk_period * $clk_io_pct] -clock clk0 $non_clock_inputs
set_output_delay [expr $clk_period * $clk_io_pct] -clock clk0 [all_outputs]

===== ./design.v =====
`timescale 1ns/1ps
module config_registers #(
    parameter ADDR_WIDTH = 5,
    parameter DATA_WIDTH = 32
)(
    input  logic                  clk,
    input  logic                  reset,
    input  logic [ADDR_WIDTH-1:0]  reg_addr,
    input  logic                   reg_write,
    input  logic [DATA_WIDTH-1:0]  reg_wdata,
    input  logic                   reg_read,
    input  logic [DATA_WIDTH/8-1:0] reg_wstrb,  
    output logic [DATA_WIDTH-1:0]  reg_rdata,
    output logic                   reg_ready,
    output logic [DATA_WIDTH-1:0]  cfg_enable,
    output logic [DATA_WIDTH-1:0]  cfg_mode,
    output logic [DATA_WIDTH-1:0]  cfg_threshold,
    output logic [DATA_WIDTH-1:0]  cfg_status
);
    localparam NUM_REGS = 32;
    localparam REG_ENABLE    = 0;
    localparam REG_MODE      = 1;
    localparam REG_THRESHOLD = 2;
    localparam REG_STATUS    = 3;
    logic [DATA_WIDTH-1:0] registers [0:NUM_REGS-1];
    logic reg_ready_d;
    always_ff @(posedge clk or posedge reset) begin
        if (reset) begin
            registers[REG_ENABLE]    <= 32'b0;
            registers[REG_MODE]      <= 32'b0;
            registers[REG_THRESHOLD] <= 32'd10;
            registers[REG_STATUS]    <= 32'b0;
            for (int i = 4; i < NUM_REGS; i++) begin
                registers[i] <= 32'b0;
            end
            reg_ready <= 0;
        end else begin
            reg_ready <= reg_ready_d;
            if (reg_write && reg_addr < NUM_REGS) begin
                for (int i = 0; i < 4; i++) begin
                    if (reg_wstrb[i]) begin
                        registers[reg_addr][8*i +: 8] <= reg_wdata[8*i +: 8];
                    end
                end
            end
        end
    end
    always_ff @(posedge clk or posedge reset) begin
        if (reset) begin
            reg_rdata <= 32'b0;
        end else if (reg_read && reg_addr < NUM_REGS) begin
            reg_rdata <= registers[reg_addr];
        end
    end
    always_comb begin
        reg_ready_d = (reg_write || reg_read) ? 1'b1 : 1'b0;
    end
    always_ff @(posedge clk) begin
        if (!reset && reg_write && reg_addr == REG_ENABLE) begin
        end
    end
    assign cfg_enable    = registers[REG_ENABLE];
    assign cfg_mode      = registers[REG_MODE];
    assign cfg_threshold = registers[REG_THRESHOLD];
    assign cfg_status    = registers[REG_STATUS];
endmodule

==> out/results.ini <==
[power]
ir_drop_uv = 708
p_leak_nw = 29.1
power.density_mw_per_mm2 = 898
fin_total_pwr_w = 0.0560

[floorplan]
die_w_um = 395
design.core.area_mm2 = 0.153
io_pins = 206
row_count = 143
die_area_mm2 = 0.156
fp-utilization_pct = 30.4
die_y_um = 395

[synthesis]
mux_area_share_pct = 25.2
yosysTopAreaCellShare_pct = 57.0
yosysSeqAreaShare_pct = 57.1
yosys.area.top_type = dfrtp_1
synth_async_sr_flop_share_pct = 100
synth_flops = 1057
ys_warn_count = 2
ys_sh_adder_pct = 0
ys_sh_simple_pct = 6.60
syn_inst = 3478
compound_area_share_pct = 8.80
xor_area_share_pct = 0
synthFlopType = dfrtp_1
syn_area_mm2 = 0.0463
edf_count = 0
ys_cells = 3478
synth_chip_area_mm2 = 0.0463
ys_types = 63
yosys-top-cells-area = dfrtp_1 (57%), mux2_2 (25%), a22oi_1 (6.6%)
ys_top_logic_family = multiplexers
synth.avg_cell_area_um2 = 13.3

[setup_path]
cp_max_fo = 11
r2r_cells = 6
critPathLaunchType = input pin
cp-end-kind = register
crit_type = input pin to register
worstPathArrival_ps = 2500
cp.required_ps = 2520

[placed_design]
dp_hpwl_mm = 128
pre_cts_ws_ps = -1240
numPortBuffers = 205
place_congestion = 0.961
place_area_mm2 = 0.0574

[detailed_routing]
first_pass_iters = 8
wirelength_mm = 181
vias = 34300
drt_iter0_drc = 2194
viasPerCell = 5.34
wire_per_inst_um = 28.1
ant_nets = 0
route.detailed.drc = 0

[cts]
path_clk_slew_ps = 60
cts_buffers = 107
cts.htree.levels = 3
clkLatencyLatePin_ps = 750
cts_sinks = 1057
clockBufferDepth = 3
clockRootBuffer = clkbuf_16
hold_buffers = 0
cts_tree = built

[global_routing]
grt_pass1_wl_mm = 261
antenna_found_initial = 5
grt_max_degree = 95
grt_pass1_vias = 35200
overflow = 0
grt_use_total_pct = 24.0

[sta]
setup_viol = 0
worst_slew_pin_slew_ps = 594
period_minus_slack_ps = 1890
fmax_mhz = 530
relSlewSlack_pct = 60.2
holdWs_ps = 335
fin_skew_ps = 29.7
finalMaxSlewViolations = 0
fin_crit_sh_pct = 99.3
layout_setup_ws_ps = 13.7
rsz0062_at_grt = no
finalHoldViolCount = 0

[final_layout]
areaGrowthSynthToFinish_pct = 34.7
regArea_mm2 = 0.0265
fillCellCount = 13900
fin_area_mm2 = 0.0624
drive_gt1_share_pct = 50.4
mostFrequentLayoutCells = mux2_2 (1,029), dfrtp_1 (1,016), buf_4 (543)
logic_area_mm2 = 0.0195
lay_top_count = mux2_2

[hold_path]
hold_class = input pin to register
holdPathStages = 4

[run_status]
status = complete, no violations

[flow_run]
cap_violations = 0
tool_warnings = 28

-- worst paths after layout --
kind	startpoint	to	slack [ps]
min reg2reg	registers[5][31]	registers[5][31]	500
max in group asynchronous	reset	registers[25][19]	980
min	reg_read	reg_rdata[4]	330
min in group asynchronous	reset	registers[24][30]	340
max	reg_addr[1]	registers[16][27]	10
max reg2reg	registers[27][31]	reg_rdata[31]	60
-- area by class of cell --
type	instances	share of cell area, %
clock buffers	162	5.11
diodes	1	0.00401
multi-input cells	2174	31.2
flip-flops and latches	1057	42.5
inverters	6	0.0421
clock inverters	35	0.692
repair buffers	965	16.4
well taps	2030	4.07
-- cell families (layout without fill, tap and decap cells) --
logic type	count (synthesis)	in the layout
flops	1057	1057
mux	1038	1038
simple gates	573	573
compound gates	563	563
buf+inv	247	1168
other cells	0	1
-- critical path: stages --
cell,delay (ps)
clkbuf_4,190
buf_12,170
or3_1,410
buf_4,200
nor2_4,180
buf_12,190
buf_4,190
nand2_2,220
mux2_2,340
-- through the flow --
stage	std cells	utilization, %	TNS, ps
floorplan	3478	-	-
detailed placement	6080	37.6	-802120
CTS	6412	40.7	-7.56
global placement	6080	37.6	-793180
global route	6429	40.9	0
finish	6430	40.9	0
-- layer usage --
metal | up-vias | global-route usage, % | part of all wire (%)
met5 | - | 0 | 0.0066
met4 | 2 | 8.12 | 4.0
met3 | 323 | 8.54 | 9.2
met2 | 1338 | 36.1 | 46
met1 | 18000 | 32.9 | 41
li1 | 14700 | - | -
-- cell usage after synthesis, types with 3 or more instances --
cell type	number
nor2b_1	4
nand2_4	4
mux2i_1	8
a222oi_1	12
nor2_1	61
nand2_1	177
a22o_1	11
nor2_2	85
a22oi_1	408
buf_1	10
clkbuf_1	144
a21oi_1	49
and3b_1	3
a221oi_1	5
nand3_1	42
inv_1	6
a32oi_1	4
mux2_2	1029
nor3_1	34
or4_1	3
nand4_1	50
nand2_2	6
a2111oi_0	5
buf_2	80
buf_4	6
nor4_1	23
dfrtp_1	1055
and3_1	20
nand2b_1	3
and2_1	6
or3_1	16
o31ai_1	4
o21ai_0	39
nand3b_1	5
a31oi_1	7
nor2_4	17
-- report_power, final --
part           internal [W]  switching, W
sequential           0.0255       0.00158
combinational       0.00398       0.00317
clock                0.0126       0.00921
-- registers in the layout (all words and copies together) (netlist names) --
name / flops
registers: 1024
reg_ready: 1
reg_rdata: 32
-- repair_timing --
action	CTS	global route
resized	236	36
endpoints found under the setup margin	660	186
gates cloned	0	1
buffers inserted	137	16
pin swaps	14	15
