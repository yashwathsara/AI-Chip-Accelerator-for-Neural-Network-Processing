### ./constraint.sdc
current_design pooling_unit

set clk_period 6.3
set clk_io_pct 0.2

create_clock -name clk0 -period $clk_period [get_ports {clk}]

set non_clock_inputs [all_inputs -no_clocks]
set_input_delay [expr $clk_period * $clk_io_pct] -clock clk0 $non_clock_inputs
set_output_delay [expr $clk_period * $clk_io_pct] -clock clk0 [all_outputs]
### ./run.sh
#!/bin/bash
# OpenROAD 26Q1-2900-gdf79404cd8, Yosys 0.63+post, stock flow scripts
make -C /OpenROAD-flow-scripts/flow DESIGN_CONFIG=/design/flow/config.mk WORK_HOME=/design/flow/orfs finish
### ./design.v
`timescale 1ns / 1ps
module pooling_unit #(
    parameter int DATA_WIDTH = 8,
    parameter int KERNEL_SIZE = 2
)(
    input  logic                     clk,
    input  logic                     reset,
    input  logic                     s_axis_tvalid,
    output logic                     s_axis_tready,
    input  logic [DATA_WIDTH-1:0]    s_axis_tdata,
    input  logic                     s_axis_tlast,
    input  logic                     pool_type,
    output logic                     m_axis_tvalid,
    input  logic                     m_axis_tready,
    output logic [DATA_WIDTH-1:0]    m_axis_tdata,
    output logic                     m_axis_tlast
);
    (* ram_style = "block", keep = "true" *)
    logic [DATA_WIDTH-1:0] pool_window [0:KERNEL_SIZE*KERNEL_SIZE-1];
    logic [$clog2(KERNEL_SIZE*KERNEL_SIZE)-1:0] write_ptr;
    logic [$clog2(KERNEL_SIZE*KERNEL_SIZE):0] count;
    logic valid_reg, last_reg;
    logic [DATA_WIDTH-1:0] max_val, avg_val;
    logic [DATA_WIDTH+$clog2(KERNEL_SIZE*KERNEL_SIZE)-1:0] sum;
    assign s_axis_tready = (count < KERNEL_SIZE*KERNEL_SIZE);
    assign m_axis_tvalid = valid_reg;
    assign m_axis_tlast  = last_reg;
    always_comb begin
        max_val = pool_window[0];
        sum = '0;
        for (int j = 0; j < KERNEL_SIZE*KERNEL_SIZE; j++) begin
            if (pool_window[j] > max_val)
                max_val = pool_window[j];
            sum += pool_window[j];
        end
        avg_val = sum >> $clog2(KERNEL_SIZE*KERNEL_SIZE);
    end
    always_ff @(posedge clk or posedge reset) begin
        if (reset) begin
            count     <= 0;
            write_ptr <= 0;
            valid_reg <= 0;
            last_reg  <= 0;
            m_axis_tdata <= 0;
            for (int i = 0; i < KERNEL_SIZE*KERNEL_SIZE; i++) begin
                pool_window[i] <= 0;
            end
        end else begin
            if (s_axis_tvalid && s_axis_tready) begin
                pool_window[write_ptr] <= s_axis_tdata;
                write_ptr <= write_ptr + 1;
                if (count == KERNEL_SIZE*KERNEL_SIZE - 1) begin
                    m_axis_tdata <= (pool_type == 0) ? max_val : avg_val;
                    valid_reg    <= 1;
                    last_reg     <= s_axis_tlast;
                    count        <= 0;
                    write_ptr    <= 0;
                end else begin
                    count     <= count + 1;
                    valid_reg <= 0;
                end
            end else if (m_axis_tvalid && m_axis_tready) begin
                valid_reg <= 0;
            end
        end
    end
endmodule
### ./config.mk
export PLATFORM = sky130hd
export DESIGN_NAME = pooling_unit
export DESIGN_NICKNAME = pooling_unit
export VERILOG_FILES = /design/flow/design.v
export SDC_FILE = /design/flow/constraint.sdc
export NUM_CORES = 4
export LEC_CHECK = 1
export CORE_UTILIZATION = 50
==> metrics.yaml <==
cts:
  clk_pin_slew_ns: 0.09
  htreeDepth: 2
  postCtsSetupRepairBufs: 0
  cts_tree: "yes"
  cts_resized: 0
  clkSinkCount: 47
  cts-root-buf: "clkbuf_8"
  clock_path_buffers: 2
  ctsHoldBuffers: 0
  numCtsBuffers: 5
  clock_latency_ns: 0.30
job:
  warnings: 28
  maxCapViolations: 0
synthesis:
  synth_area_um2: 3440
  ys_seq_share_pct: 34.1
  synth_flops: 47
  async_flop_share_pct: 100
  yosys_warnings: 2
  yosysUniqueCellTypes: 51
  edf_count: 0
  synth_cells: 309
  ys_cells: 309
  avgSynthCellArea_um2: 11.1
  ys_area_um2: 3440
  ff_type: "dfrtp_1"
global_route:
  grt_pass1_vias: 2450
  grt_pass1_wl_mm: 12.3
  grt_overflow: 0
  grtUsageTotal_pct: 22.9
  antenna_found_initial: 0
  grt_max_degree: 48
place:
  routabilityCongestion: 0.847
  place_hpwl_mm: 5.63
  io_buffers: 24
  place_area_um2: 3770
layout:
  reg_top3: "pool_window: 32 flops, m_axis_tdata: 8 flops, count: 3 flops"
  area_growth_pct: 13.4
  drive_above_1_share_pct: 17.8
  final_common_cell: "dfrtp_1"
  layout_top_cells: "dfrtp_1 (47), ha_1 (35), mux2_2 (32), inv_1 (26), clkdlybuf4s50_1 (24)"
  regMostFlops: "pool_window"
  final_cell_area_um2: 3910
  largest_register_ff_count: 32
detailed_routing:
  vias: 2371
  vias_per_cell: 5.73
  drc_errors: 0
  ant_nets: 0
  wl_per_cell_um: 17.3
  routed_wl_mm: 7.18
  n_antenna_cell: 0
  detail_route.first_pass.iterations: 4
  drtIter0Drc: 94
sta:
  rsz0062_at_grt: "false"
  post-route-period-util_pct: 91.0
  hold_viol_final: 0
  fin_worst_skew_ns: 0.00928
  maxSlewHeadroom_pct: 54.1
  finalMaxSlewViolations: 0
  timing.final.crit_period_ns: 5.73
  timing.fmax_mhz: 174
  finalSetupViolations: 0
  finalSetupTns_ns: 0
  worstMarginPinSlew_ns: 0.688
floorplan:
  die_w_um: 85
  num_rows: 29
  die_h_um: 85
  io_pins: 25
  core_area_um2: 6490
  fp_util_pct: 53.0
  dieArea_um2: 7230
outcome:
  status: "complete, no violations"
setup_path:
  cp.required_ns: 6.46
  path_max_fanout: 9
  worst_setup_path_start_kind: "flop"
  arrival_ns: 5.89
  critPathCaptureType: "flop"
  worstSetupPathType: "flop to flop"
min_path:
  hold_path_class: "flop to flop"
cell usage after synthesis (all sizes together), types with 5 or more instances:
cell / instances / share of area [%]
dfrtp: 47 / 34
a21oi: 19 / 3.4
clkbuf: 5 / 0.54
inv: 27 / 2.9
fa: 16 / 9.3
a211oi: 7 / 1.8
o21ai: 16 / 2.5
a21o: 5 / 1.1
nand2: 18 / 2.0
mux2: 38 / 13
nand3: 5 / 0.73
ha: 35 / 13
nor3: 5 / 0.73
mux2i: 7 / 2.0
nor2: 11 / 1.2
critical path, stage by stage, from the launching register on:
cell       delay [ns]
dfrtp_1          0.40
inv_1            0.09
ha_1             0.30
nor2b_1          0.13
o211a_1          0.24
o21a_1           0.22
a21oi_4          0.32
mux2i_1          0.30
ha_1             0.29
nand4_1          0.13
nor2_1           0.08
o21ai_0          0.29
nand4bb_4        0.15
a21oi_4          0.33
mux2_4           0.35
ha_1             0.28
a21o_1           0.17
a21oi_1          0.13
a31oi_1          0.11
o31ai_2          0.56
nor3b_2          0.53
a22oi_1          0.17
kinds of logic (layout without fill, tap and decap cells):
kind of cell | Yosys count | count (layout) | share of synthesized area (%)
AOI/OAI and AO/OA | 67 | 67 | 13.8
xor gates and xnor gates | 5 | 5 | 1.27
adders and majority gates | 51 | 51 | 22.0
buffers and inverters | 32 | 60 | 3.49
DFF | 47 | 47 | 34.1
muxes | 45 | 45 | 15.1
and+or+nand+nor | 62 | 62 | 10.2
area by class of cell:
type | count | area, um2
multi-input cells | 230 | 2150
repair buffers | 25 | 248
fillers | 527 | 2590
clock buffers | 5 | 68.8
flip-flops and latches | 47 | 1180
well taps | 77 | 96.3
inverters | 27 | 101
clock inverters | 3 | 67.6
final timing paths:
| path | cells after the start | start | end | slack, ns |
|---|---|---|---|---|
| max | 21 | pool_window[0][1] | m_axis_tdata[5] | 0.57 |
| min | 0 | count[2] | count[2] | 0.41 |
| max reg2reg | 21 | pool_window[0][1] | m_axis_tdata[5] | 0.57 |
| min reg2reg | 0 | count[2] | count[2] | 0.41 |
| max in group asynchronous | 3 | reset | pool_window[1][6] | 4.47 |
| min in group asynchronous | 3 | reset | last_reg | 1.43 |
per-layer routing:
metal	global-route usage, %	up-vias	wire [um]
met2	36.7	46	3450
met1	36.6	1148	3340
li1	-	1170	-
met5	0	-	0
met4	2.31	0	69
met3	2.67	7	321
per-stage QoR:
stage | setup slack (ns) | std cells | hold WS (ns) | utilization, %
2_1_floorplan | 1.28 | 309 | 0.421 | -
3_3_place_gp | 0.883 | 406 | 0.386 | 58.0
3_5_place_dp | 0.634 | 406 | 0.392 | 58.0
4_1_cts | 0.607 | 414 | 0.413 | 60.1
5_1_grt | 0.215 | 414 | 0.450 | 60.1
6_report | 0.568 | 414 | 0.412 | 60.1
